File: flow/run.sh
#!/bin/bash
# OpenROAD 26Q1-2900-gdf79404cd8, Yosys 0.63+post, stock flow scripts
make -C /OpenROAD-flow-scripts/flow DESIGN_CONFIG=/design/flow/config.mk WORK_HOME=/design/flow/orfs finish
File: flow/config.mk
export PLATFORM = sky130hd
export DESIGN_NAME = top_module
export DESIGN_NICKNAME = top_module
export VERILOG_FILES = /design/flow/design.v
export SDC_FILE = /design/flow/constraint.sdc
export NUM_CORES = 4
export LEC_CHECK = 1
export CORE_UTILIZATION = 30
File: flow/constraint.sdc
current_design top_module

set clk_period 12.7
set clk_io_pct 0.2

create_clock -name clk0 -period $clk_period [get_ports {clk}]

set non_clock_inputs [all_inputs -no_clocks]
set_input_delay [expr $clk_period * $clk_io_pct] -clock clk0 $non_clock_inputs
set_output_delay [expr $clk_period * $clk_io_pct] -clock clk0 [all_outputs]
File: flow/design.v
module adder_submodule (
    input logic clk,              
    input logic reset,           
    input logic [11 : 0] number1,         
    input logic [11 : 0] number2,         
    input logic enable,                   
    output logic [11 : 0] sum_result,     
    output logic sum_state                
);
    logic [11 : 0] sum_reg = 12'b0;      
    logic sum_ready = 1'b0;              
    always_ff @(posedge clk or posedge reset) begin
        if (reset) begin
            sum_reg <= 12'b0;          
            sum_ready <= 1'b0;         
        end else if (enable) begin
            sum_reg <= number1 + number2;
            sum_ready <= 1'b1; 
        end
    end
    assign sum_result = sum_reg;
    assign sum_state = sum_ready;  
endmodule
module display_multiplexer(
    input logic clk,
    input logic reset,
    input logic [11:0] sum_result,                     
    output logic [6:0] segments,                       
    output logic [3:0] display_select                  
);
    logic [3:0] units, tens, hundreds, thousands;      
    logic [1:0] current_display = 2'b0;                
    logic [19:0] refresh_counter = 19'b0;              
    always_comb begin
        thousands = sum_result / 1000;                 
        hundreds = (sum_result % 1000) / 100;          
        tens = (sum_result % 100) / 10;                
        units = sum_result % 10;                       
    end
    always_ff @(posedge clk or posedge reset) begin    
        if (reset) begin
            refresh_counter <= 0;
            current_display <= 0;
        end else begin
            refresh_counter <= refresh_counter + 1;
            if (refresh_counter == 10000) begin
                refresh_counter <= 0;
                current_display <= current_display + 1;
            end
        end
    end
    always_comb begin
        case(current_display)
            2'b00: display_select = 4'b1110;           
            2'b01: display_select = 4'b1101;           
            2'b10: display_select = 4'b1011;           
            2'b11: display_select = 4'b0111;           
            default: display_select = 4'b1111; 
        endcase
    end
    always_comb begin                                  
        segments = 7'b0000000;
        case(display_select)
            4'b1110: segments = display_to_segments(units);
            4'b1101: segments = display_to_segments(tens);
            4'b1011: segments = display_to_segments(hundreds);
            4'b0111: segments = display_to_segments(thousands);
            default: segments = 7'b0000000;
        endcase
    end
    function [6:0] display_to_segments(input logic [3:0] digit);
        case(digit)
            4'd0: display_to_segments = 7'b1111110;
            4'd1: display_to_segments = 7'b0110000;
            4'd2: display_to_segments = 7'b1101101; 
            4'd3: display_to_segments = 7'b1111001;
            4'd4: display_to_segments = 7'b0110011; 
            4'd5: display_to_segments = 7'b1011011;
            4'd6: display_to_segments = 7'b1011111; 
            4'd7: display_to_segments = 7'b1110000;
            4'd8: display_to_segments = 7'b1111111; 
            4'd9: display_to_segments = 7'b1110011; 
            default: display_to_segments = 7'b0000000;
        endcase
    endfunction
endmodule
module input_manager (
    input logic clk,
    input logic reset,
    input logic [3:0] dip_switch,
    input logic input_ready,
    output logic [11:0] number_out,
    output logic ready
);
    logic [3:0] units;
    logic [3:0] tens;
    logic [3:0] hundreds;
    logic [1:0] state;
    always_ff @(posedge clk or posedge reset) begin
        if (reset) begin
            units <= 4'b0;
            tens <= 4'b0;
            hundreds <= 4'b0;
            state <= 2'b00;
            ready <= 1'b0;  
        end else begin
            case (state)
                2'b00: begin
                    if (input_ready) begin
                        hundreds <= dip_switch;  
                        state <= 2'b01;  
                    end
                end
                2'b01: begin
                    if (input_ready) begin
                        tens <= dip_switch;  
                        state <= 2'b10;  
                    end
                end
                2'b10: begin
                    if (input_ready) begin
                        units <= dip_switch;  
                        state <= 2'b00;  
                        ready <= 1'b1;  
                    end
                end
            endcase
        end
    end
    assign number_out = (hundreds * 100) + (tens * 10) + units;  
endmodule
module top_module (
    input logic clk,
    input logic reset,
    input logic [3:0] dip_switch,       
    input logic input_ready1,           
    input logic input_ready2,           
    output logic [6:0] segments,        
    output logic [3:0] display_select   
);
    logic [11:0] number1, number2, sum_result;
    logic ready1, ready2, enable_adder,sum_ready;
    logic [1:0] state;
    typedef enum logic [1:0] {
        IM = 2'b00,    
        ADD = 2'b01,     
        DISPLAY = 2'b10  
    } state_t;
    state_t current_state, next_state;
    input_manager input_manager1 (
        .clk(clk),
        .reset(reset),
        .dip_switch(dip_switch),
        .input_ready(input_ready1),
        .number_out(number1),
        .ready(ready1)
    );
    input_manager input_manager2 (
        .clk(clk),
        .reset(reset),
        .dip_switch(dip_switch),
        .input_ready(input_ready2),
        .number_out(number2),
        .ready(ready2)
    );
    adder_submodule adder (
        .clk(clk),
        .reset(reset),
        .number1(number1),
        .number2(number2),
        .enable(enable_adder), 
        .sum_result(sum_result),
        .sum_state(sum_ready)
    );
    display_multiplexer display (
        .clk(clk),
        .reset(reset),
        .sum_result(sum_result),
        .segments(segments),
        .display_select(display_select)
    );
    always_ff @(posedge clk or posedge reset) begin
        if (reset) begin
            current_state <= IM;
        end else begin
            current_state <= next_state;
        end
    end
    always_comb begin
        enable_adder = 1'b0;
        next_state = current_state; 
        case (current_state)
            IM: begin
                if (ready1 & ready2) begin
                    next_state = ADD;
                end
            end
            ADD: begin
                enable_adder = 1'b1;
                if (sum_ready) begin
                    next_state = DISPLAY;
                end
            end
            DISPLAY: begin
                next_state = DISPLAY; 
            end
            default: next_state = IM;
        endcase
    end
endmodule
==> impl_metrics.ini <==
; yosys + openroad results
[sta]
clock_skew_ns = 0.00746
relSlewSlack = 0.358
finalSetupTns_ns = 0
worst_slew_pin_slew_ns = 0.962
finalHoldViolCount = 0
setup_viol = 0
slew_violations = 0
rsz0062_at_grt = false
fmax_mhz = 85.3
timing.final.crit_share = 0.923
whs_ns = 0.437
fin_crit_ns = 11.72

[detailed_routing]
vias = 9801
wl_met2_um = 12100
antenna_cells = 0
dr.pass1.iters = 7
drc_errors = 0
top_layer = met4
wirelength_um = 26700
wire_per_inst_um = 15.1
ant_nets = 0
routed_via_density = 5.53
drtIter0Drc = 604
wl_met1_um = 13100
wl_met3_um = 994

[yosys]
ys_top_cells_by_count = nand2_1 (113), nor2_1 (91), a21oi_1 (87)
synth-edff-count = 0
synth-async-reset-ratio = 1.00
synth_cell_types = 115
ys_sh_simple = 0.213
ys_ff = 69
netlist_area_um2 = 10600
post-synth-top-area-cell = dfrtp_1
ys_area_um2 = 10600
logic_family = AND-OR/OR-AND gates
synthMuxAreaShare = 0.0596
syn_inst = 1329
syn_area_per_cell_um2 = 7.99
yosys.area.top_type_share = 0.156
adder_share = 0.148
synthAoiAreaFrac = 0.297
synth_top_cell_by_count = nand2_1
yosys_cells = 1329
xor_area_frac = 0.0608
ys.flop_type = dfrtp_1
yosysWarnings = 4
ys_seq_share = 0.163
synth.area.top_cells = dfrtp_1 (16%), ha_1 (9.8%), xnor2_1 (4.6%)

[pwr]
p_per_area_nw_per_um2 = 231
p_sw_frac = 0.449
clkPwrFrac = 0.111
vdd_drop_max_uv = 269
p_leak_nw = 4.75
p_int_mw = 1.47
p_sw_mw = 1.19
total_power_mw = 2.66
seq_power_share = 0.114
pwr-share-comb = 0.774

[setup_path]
cp.depth = 31
crit_path_start = adder.sum_reg[9]
worst-path-max-fanout = 31
critPathRequiredTime_ns = 10.16
crit_top_cell = and2_1
timing.rr.start = input_manager2.tens[1]
cp_num_buf_inv = 2
critPathLaunchType = flop
ff2ff_path_depth = 18
crit_arrival_ns = 9.18
critPathCaptureType = output port
cp_slowest_stage_delay_ns = 0.79
slowest_stage = a32oi_1
critical-path-top-delay-family = AND-OR/OR-AND gates
crit_type = flop to output port

[floorplan]
io_pins = 19
chipArea_um2 = 36100
core_um2 = 34700
die_w_um = 190
fp_util = 0.306
rows = 68
die_y_um = 190

[place]
dpl_cell_area_um2 = 11100
portBuffers = 18
hpwl_um = 20700
gp_congestion = 0.981

[global_routing]
grt_first_pass_wirelength_um = 46000
track_usage = 0.154
antenna_found_initial = 0
overflow = 0
grt_start_max_net_pins = 39
grt_pass1_vias = 9263

[run_status]
status = completed

[clock_network]
postCtsResizedCells = 0
cts_root_buf = clkbuf_16
clockBufferDepth = 2
cts_tree = done
cts_hold_buf = 0
cts_buffers = 9
htree_num_levels = 3
insertion_delay_ns = 0.33
cts_sinks = 69
cts.clk_slew.worst_paths_ns = 0.06
post-cts-setup-buffers = 0

[run]
maxCapViolCount = 0
warnings = 54

[final_layout]
finish.instance_area_um2 = 11500
largest_reg_flops = 20
drive_above_1_share = 0.103
syn_to_final_growth_pct = 8.32
utilization = 0.331

[hold_path]
hp-start = input_manager2.ready
hold_depth = 1
min_path_type = flop to flop
[path summary, 6_finish.rpt]
kind,endpoint,slack (ns)
setup / recovery,segments[5],0.98
hold / removal,current_state[0],0.44
setup reg to reg,adder.sum_reg[11],8.24
hold reg to reg,current_state[0],0.44
max in group asynchronous,current_state[0],9.11
min in group asynchronous,input_manager2.tens[0],2.64
[through the flow]
step	worst slack [ns]	cells
final	0.977	1773
after global routing	0.173	1773
after CTS	1.09	1773
after detailed placement	1.51	1757
after global placement	1.57	1757
after floorplan	3.14	1329
[placed cells by master (no fill, tap or decap), types with 30 or more instances in the layout]
| master | count |
|---|---|
| dfrtp_1 | 66 |
| nor3_1 | 35 |
| nand2_1 | 113 |
| o21ai_0 | 82 |
| a21oi_1 | 87 |
| ha_1 | 83 |
| nand3_1 | 44 |
| xnor2_1 | 56 |
| nor2_1 | 91 |
| inv_1 | 73 |
| mux2_2 | 30 |
[final cells by class]
class | count | area (um^2)
Fill cell | 3618 | 23200
Multi-Input combinational cell | 1122 | 8250
Sequential cell | 69 | 1730
Tap cell | 455 | 569
Timing Repair Buffer | 34 | 300
Inverter | 77 | 289
Clock buffer | 10 | 239
Clock inverter | 6 | 116
[logic make-up (layout without fill, tap and decap cells)]
family / Yosys count / after routing
compound gates: 437 / 437
buf+inv: 138 / 127
fa+ha+maj: 112 / 112
flops: 69 / 69
mux: 56 / 56
simple gates: 445 / 445
xor+xnor: 72 / 72
[power by group through the flow]
stage	sequential [mW]	combinational [mW]	clock, mW
4_1_cts	0.305	2.10	0.302
5_1_grt	0.311	2.45	0.311
6_report	0.304	2.06	0.296
[routing by layer]
layer / global-route usage / vias to the layer above
met5: 0 / -
met4: 0.0261 / 0
met3: 0.0122 / 38
met2: 0.245 / 242
met1: 0.235 / 4634
li1: - / 4887
Power is estimated from default activity; no workload was simulated.
